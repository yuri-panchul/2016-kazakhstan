[/design/flow/run.sh]
#!/bin/bash
# OpenROAD 26Q1-2900-gdf79404cd8, Yosys 0.63+post, stock flow scripts
make -C /OpenROAD-flow-scripts/flow DESIGN_CONFIG=/design/flow/config.mk WORK_HOME=/design/flow/orfs finish
[/design/flow/config.mk]
export PLATFORM = sky130hd
export DESIGN_NAME = pow_5_implementation_1
export DESIGN_NICKNAME = pow_5_implementation_1
export VERILOG_FILES = /design/flow/design.v
export SDC_FILE = /design/flow/constraint.sdc
export NUM_CORES = 4
export LEC_CHECK = 1
export CORE_UTILIZATION = 40
[/design/flow/constraint.sdc]
current_design pow_5_implementation_1

set clk_period 24.3
set clk_io_pct 0.2

create_clock -name clk0 -period $clk_period

set non_clock_inputs [all_inputs -no_clocks]
set_input_delay [expr $clk_period * $clk_io_pct] -clock clk0 $non_clock_inputs
set_output_delay [expr $clk_period * $clk_io_pct] -clock clk0 [all_outputs]
[/design/flow/design.v]
module pow_5_implementation_1
(
    input  [17:0] n,
    output [17:0] n_pow_5
);
    assign n_pow_5 = n * n * n * n * n;
endmodule
module pow_5_implementation_2
(
    input             clock,
    input      [17:0] n,
    output reg [17:0] n_pow_5
);
    reg [17:0] n_1, n_2, n_3;
    reg [17:0] n_pow_2, n_pow_3, n_pow_4;
    always @(posedge clock)
    begin
        n_1 <= n;
        n_2 <= n_1;
        n_3 <= n_2;
        n_pow_2 <= n * n;
        n_pow_3 <= n_pow_2 * n_1;
        n_pow_4 <= n_pow_3 * n_2;
        n_pow_5 <= n_pow_4 * n_3;
    end
endmodule
module pow_5_implementation_3
(
    input         clock,
    input         reset_n,
    input         run,
    input  [17:0] n,
    output        ready,
    output [17:0] n_pow_5
);
    reg [4:0] shift;
    always @(posedge clock or negedge reset_n)
        if (! reset_n)
            shift <= 0;
        else if (run)
            shift <= 5'b10000;
        else
            shift <= shift >> 1;
    assign ready = shift [0];
    reg [17:0] r_n, mul;
    always @(posedge clock)
        if (run)
        begin
            r_n <= n;
            mul <= n;
        end
        else
        begin
            mul <= mul * r_n;
        end
    assign n_pow_5 = mul;
endmodule
==> notes.md <==
Synthesis and place-and-route results.

- In the Yosys report the total cell count is ~2,000.
- The cts-stage hold buffer count is 0.
- The critical-path cell with the highest stage delay is sky130_fd_sc_hd__fa_2.
- The total global-route track usage is 22.0%.
- Summing all flip-flop and latch instances after layout gives 0 um^2.
- The post-layout worst setup margin is -1.51 ns.
- The worst min-delay path category is primary input to output pin.
- The highest achievable clock rate is between 0.03 and 0.04 GHz.
- The maximum number of pins on one net before global-route repair is 62.
- The floorplan die width is 213 um.
- In the post-synthesis netlist, the cell with the most instances is sky130_fd_sc_hd__inv_1.
- Of the cells placed in the final design, the portion with a size suffix greater than 1 is 20.7%.
- The via count of the first global-routing pass is 14,200.
- For this run the detailed placement stage logged an HPWL of 35,500 um.
- Per the detail_route report, DRC violations left total 0.
- The remaining antenna violation count is 0.
- The critical path start-end classification is primary input to output pin.
- By instance count, the cell type seen most on the critical path is sky130_fd_sc_hd__fa_1.
- The mean area per synthesized cell is 9.02 um^2.
- Recorded from the global router log, the overflow total was 0.
- The initial utilization of the core area, before any placement, comes to 40.9%.
- Across all stage logs, warnings added up to 36.
- 36 I/O pins were placed.
- Hold-check failures listed in the final report amount to 0.
- By area the synthesized netlist is led by sky130_fd_sc_hd__fa_1, sky130_fd_sc_hd__ha_1, sky130_fd_sc_hd__inv_1.
- In this run, distinct cell masters in the synthesized netlist total between 40 and 50.
- The finished layout reports a core utilization of about half.
- The run finished, with violations left.
- The pre-CTS setup slack is -2.77 ns.
- The final antenna diode tally reported by the flow is 0.
- Counting every instance in the synthesized netlist gives 1,970.
- Across the run, the number of max-cap violations was 0.
- The post-synth area from yosys stat is approximately 0.018 mm^2.
- The final timing report derives a shortest allowable period of between 20 and 30 ns.
- Of the available clock period, the critical path in the final layout requires 106%.
- The critical path maximum fanout is 4.
- The OpenROAD report gives the critical path a data arrival time of 20.95 ns.
- The checks that failed: setup timing.
- The netlist area before placement is 0.0178 mm^2.
- In the finished layout, the clock tree contains a buffer count of 0.
- The buffer_ports step reported a buffer count of 36.
- The commonest cells after synthesis are sky130_fd_sc_hd__inv_1, sky130_fd_sc_hd__fa_1, sky130_fd_sc_hd__and2_1.
- The script logs the ratio of routed vias to standard cells as 4.58.
- Checking max transition, the worst relative margin is 53.6%.
- The average wire length per cell after detail routing is around 15 um.
- The chip area is 0.0453 mm^2.
- The initial antenna violation count is 0.
- Per the finish-stage timing summary, setup violations number 7.
- The placeable core area is 0.0435 mm^2.
- The overall via count from detail_route is 12,900.
- The cell taking the most area after synthesis is sky130_fd_sc_hd__fa_1.
- The floorplan step set the die height to 213 um.
- The number of rows created at floorplan is 76.
- The area growth from synthesis to layout is 23.6%.
- In the finished design the tool counted flip-flops and latches totalling 0.
- The initial DRC count is ~340.
- The timing report gives the biggest stage delay along the critical path as 0.59 ns.
- At the pin with the least slew margin, the transition time is 0.696 ns.
- Max-slew check failures listed in the final report amount to 0.
- The area share of the leading cell type in the synthesized netlist is 45.2%.
- The final weighted congestion in routability-driven placement is 0.897.
- The wire length recorded after detailed routing is ~42,000 um.
- STA classifies the critical path endpoint as an output pin.
- The data required time reported for the critical path is 19.44 ns.
- According to the report, the first pass of detailed routing completed in 4 iterations.
- The wire length of the first global-routing pass is 72,600 um.
- The total number of yosys warnings is 0.
- The kind of start point of the critical path is a primary input.
- Setup repair after global routing could not meet its margin everywhere.
- The sequential cell area fraction in the yosys report is 0%.
layout by cell type, fill, tap and decap left out, types with 4 or more instances in the layout:
cell                              netlist  routed
sky130_fd_sc_hd__fa_2                   0      12
sky130_fd_sc_hd__inv_2                  0      30
sky130_fd_sc_hd__xnor2_4                0       8
sky130_fd_sc_hd__dlymetal6s2s_1         0       4
sky130_fd_sc_hd__nand2b_1              20      19
sky130_fd_sc_hd__a21oi_2                1      13
sky130_fd_sc_hd__a21oi_1               33      14
sky130_fd_sc_hd__buf_12                 0       9
sky130_fd_sc_hd__fa_1                 401     389
sky130_fd_sc_hd__nand2_1              192     177
sky130_fd_sc_hd__and3_1                20      14
sky130_fd_sc_hd__ha_2                   0       4
sky130_fd_sc_hd__nor3_2                 0       5
sky130_fd_sc_hd__xnor3_1                7       7
sky130_fd_sc_hd__ha_4                   0      29
sky130_fd_sc_hd__o21ai_1                1       4
sky130_fd_sc_hd__o21ai_0               11       6
sky130_fd_sc_hd__xnor2_2                3      12
sky130_fd_sc_hd__and2_1               220     208
sky130_fd_sc_hd__o21bai_1              11       8
sky130_fd_sc_hd__conb_1                 2      32
sky130_fd_sc_hd__buf_6                  0      35
sky130_fd_sc_hd__buf_4                  1     225
sky130_fd_sc_hd__clkbuf_2               0       5
sky130_fd_sc_hd__inv_1                511     481
sky130_fd_sc_hd__nor2b_1               31      30
sky130_fd_sc_hd__xor2_1                28      27
sky130_fd_sc_hd__xnor2_1              106      89
sky130_fd_sc_hd__ha_1                 219     186
sky130_fd_sc_hd__nor2_1                20      16
sky130_fd_sc_hd__clkdlybuf4s50_1        0      16
sky130_fd_sc_hd__nand2_2                0      13
sky130_fd_sc_hd__o21a_1                 4       4
sky130_fd_sc_hd__and3_4                 0       5
sky130_fd_sc_hd__a21o_1                12      12
sky130_fd_sc_hd__a21oi_4                0       7
sky130_fd_sc_hd__and2_4                 0      12
final cells by class:
class | count | area (um^2)
multi-input cells | 1414 | 16700
repair buffers | 303 | 2580
inverters | 511 | 1920
well taps | 585 | 732
fillers | 3880 | 21500
through the flow:
stage / instance area (um^2) / TNS [ns] / hold WS [ns] / cells
after floorplan: 18400 / -1.70 / 9.79 / 2000
after detailed placement: 20800 / -13.10 / 10.72 / 2766
after CTS: 21300 / -6.33 / 10.65 / 2795
final: 22000 / -4.19 / 10.63 / 2813
after global routing: 22000 / -9.03 / 10.66 / 2813
after global placement: 20800 / -12.87 / 10.73 / 2766
critical path: cells and delay by family:
kind	cells	cell delay (ns)
AOI/OAI and AO/OA	6	1.17
xor gates and xnor gates	13	2.23
adders and majority gates	25	11.02
buffers and inverters	17	1.22
and+or+nand+nor	5	0.44
routing by layer:
metal  up-vias  GRT usage [%]  part of all wire, %
met5         -              0                    0
met4         0           2.90                  1.7
met3        36           7.06                  8.2
met2       332           34.1                   46
met1      6278           32.3                   44
li1       6226              -                    -
worst paths after layout:
path / slack, ns / start / endpoint / cells after the start
setup / recovery: -1.51 / n[1] / n_pow_5[17] / 66
hold / removal: 10.63 / n[0] / n_pow_5[17] / 6
kinds of logic after synthesis:
group                    count (synthesis)  synth area share [%]
multiplexers                             3                 0.169
adder cells (fa/ha/maj)                620                  60.6
AND/OR/NAND/NOR                        516                  15.1
XOR/XNOR                               145                  7.90
AND-OR/OR-AND                           98                  3.70
buffers and inverters                  586                  12.4
other                                    2                0.0423
timing repair:
action                     4_1_cts  5_1_grt
pin swaps                      122       92
buffers inserted                29       19
resized                         88      131
setup endpoints to repair       10       10
